==> /design/flow/design.v <==
`timescale 1ns / 1ps
module InstructionDecode
(
    input i_Clk,
    input i_Rst,
    input [31:0] i_InstructionRegister,
    input [1:0] i_Read2AddrSel,
    input i_RfWe,
    input [4:0] i_RfWrAddr,
    input [31:0] i_RfDataIn,
    output [4:0] o_Opcode,          
    output o_ImmOp,                 
    output [4:0] o_IrRs2,           
    output [4:0] o_IrRs1,           
    output [4:0] o_IrRst,           
    output [31:0] o_R1Out,    
    output [31:0] o_R2Out,    
    output [31:0] o_Imm16,
    output [31:0] o_Imm17,
    output [31:0] o_Imm22,
    output [31:0] o_Imm23,
    output [3:0] o_BranchCond, 
    output [2:0]led_test
);
wire [4:0] w_IrRs1;      
wire [4:0] w_IrRs2;      
wire [4:0] w_IrRst;      
wire [4:0] w_IrRs2_in;
wire [15:0] w_Imm16;
wire [16:0] w_Imm17;
wire [21:0] w_Imm22;
wire [22:0] w_Imm23;
assign o_IrRs1 = w_IrRs1;
assign o_IrRs2 = w_IrRs2_in;
assign o_IrRst = w_IrRst;
assign w_IrRs1 = i_InstructionRegister[21:17];
assign w_IrRs2 = i_InstructionRegister[15:11];
assign w_IrRst = i_InstructionRegister[26:22];
assign w_Imm16 = i_InstructionRegister[15:0];
assign w_Imm17 = i_InstructionRegister[16:0];
assign w_Imm22 = i_InstructionRegister[21:0];
assign w_Imm23 = i_InstructionRegister[22:0];
assign o_BranchCond = i_InstructionRegister[26:23];
assign o_ImmOp = i_InstructionRegister[16];
assign o_Opcode = i_InstructionRegister[31:27];
assign o_Imm16 = {16'b0, w_Imm16};
assign o_Imm17 = {15'b0, w_Imm17};
assign o_Imm22 = {10'b0, w_Imm22};
assign o_Imm23 = {9'b0, w_Imm23};
assign w_IrRs2_in = (i_Read2AddrSel == 2'b00) ? w_IrRs2 :                
                    (i_Read2AddrSel == 2'b01) ? w_IrRst : 1;
RegisterFile rf
(
    .i_Clk(i_Clk),
    .i_Rst(i_Rst),
    .i_WrEnable(i_RfWe),
    .i_DataIn(i_RfDataIn),
    .i_WrAddr(i_RfWrAddr),
    .i_RdAddrA(w_IrRs1),
    .i_RdAddrB(w_IrRs2_in),
    .o_DataOutA(o_R1Out),
    .o_DataOutB(o_R2Out),
    .led_test(led_test)
);
endmodule
`timescale 1ns / 1ps
module RegisterFile
(
    input i_Clk,
    input i_Rst,
    (* keep *)input i_WrEnable,
    input [31:0] i_DataIn,
    input [4:0] i_WrAddr,
    input [4:0] i_RdAddrA,
    input [4:0] i_RdAddrB,
    output reg [31:0] o_DataOutA,
    output reg [31:0] o_DataOutB, 
    output [2:0]led_test
);
(* keep *)reg [(32 - 1):0] r_RegFile [31:0];
integer i;
always @(posedge i_Clk) begin  
    if (i_Rst) begin
        for (i = 0; i < 32; i = i + 1) begin
            r_RegFile[i] <= 0;
        end
    end
    else begin
        if (i_WrEnable) begin
            r_RegFile[i_WrAddr] <= i_DataIn;
            if (i_RdAddrA == i_WrAddr) begin
                o_DataOutA <= i_DataIn;
            end
            else begin
                o_DataOutA <= r_RegFile[i_RdAddrA];
            end
            if (i_RdAddrB == i_WrAddr) begin
                o_DataOutB <= i_DataIn;
            end
            else begin
                o_DataOutB <= r_RegFile[i_RdAddrB];
            end
        end
        else begin
            o_DataOutA <= r_RegFile[i_RdAddrA];
            o_DataOutB <= r_RegFile[i_RdAddrB];
        end        
    end 
end
assign led_test[0] = (r_RegFile[30] == 'd10) ? 1 : 0;
assign led_test[1] = (r_RegFile[31] == 'd15) ? 1 : 0;
assign led_test[2] = (r_RegFile[29] == 'd10) ? 1 : 0;
endmodule
==> /design/flow/run.sh <==
#!/bin/bash
# OpenROAD 26Q1-2900-gdf79404cd8, Yosys 0.63+post, stock flow scripts
make -C /OpenROAD-flow-scripts/flow DESIGN_CONFIG=/design/flow/config.mk WORK_HOME=/design/flow/orfs finish
==> /design/flow/config.mk <==
export PLATFORM = sky130hd
export DESIGN_NAME = InstructionDecode
export DESIGN_NICKNAME = InstructionDecode
export VERILOG_FILES = /design/flow/design.v
export SDC_FILE = /design/flow/constraint.sdc
export NUM_CORES = 4
export LEC_CHECK = 1
export CORE_UTILIZATION = 50
==> /design/flow/constraint.sdc <==
current_design InstructionDecode

set clk_period 113.7
set clk_io_pct 0.2

create_clock -name clk0 -period $clk_period [get_ports {i_Clk}]

set non_clock_inputs [all_inputs -no_clocks]
set_input_delay [expr $clk_period * $clk_io_pct] -clock clk0 $non_clock_inputs
set_output_delay [expr $clk_period * $clk_io_pct] -clock clk0 [all_outputs]
==> flow_metrics.tcl <==
# collected from the flow reports
set metrics [dict create \
    status "completed" \
    fp_util_pct 50.5 \
    critPathMaxStageDelay_ps 640 \
    relSlewSlack_pct 22.4 \
    grt.total_usage_pct 42.1 \
    lay_top_count "edfxtp_1" \
    setup_ws_ps 65170 \
    core_mm2 0.116 \
    cts.sink_count 1088 \
    finalSetupViolations 0 \
    fp.dieH_um 345 \
    path_cells "clkdlybuf4s50_1 -> buf_4 -> mux2_8 -> nor2_4 -> buf_4 -> inv_8 -> clkdlybuf4s50_1" \
    leakage_nw 22.7 \
    finalHoldViolations 0 \
    hpwl_mm 134 \
    synth_area_mm2 0.0588 \
    power.density_mw_per_mm2 14.8 \
    path_max_fanout 59 \
    crit_path_start_kind "input port" \
    via_count 41418 \
    critPathKind "input port to primary output" \
    design_area_mm2 0.0651 \
    drt_iter0_drc 3469 \
    holdWs_ps 949 \
    gp_congestion 0.971 \
    worst_setup_path_end_kind "primary output" \
    skew_ps 21.5 \
    layout-drive-gt1-share_pct 15.6 \
    required_ps 90960 \
    grt_pass1_vias 42716 \
    cts_root_buffer "clkbuf_16" \
    warnings 34 \
    cts-hold-fix-buffers 0 \
    numCtsBuffers 116 \
    grt_pass1_wl_mm 315 \
    netlist_instances 4830 \
    clk_latency_ps 730 \
    cts_tree "done" \
    slew_violations 0 \
    drc 0 \
    crit_path_top_delay_cell "mux2_8" \
    grt_max_degree 118 \
    antenna_found_initial 15 \
    grt_overflow 0 \
    htreeDepth 3 \
    fmax_ghz 0.0206 \
    die_area_mm2 0.119 \
    io_pins 294 \
    num_rows 125 \
    layout_top_cells "1088 x edfxtp_1, 992 x and2_1, 808 x nand2_1" \
    worst_pin_slew_ps 1150 \
    hold_path_class "flop to flop" \
    finalPower_mw 0.963 \
    min_period_over_period_pct 42.7 \
    via_per_inst 6.51 \
    place_ws_ps 65210 \
    tns_ps 0 \
    routedWlPerCell_um 35.3 \
    worst-path-buf-inv 5 \
    drtAntennaViolNets 0 \
    drtPass1Iterations 6 \
    rsz0062_at_grt "false" \
    ir_drop_mv 0.0133 \
    stdcell_count 6366 \
    syn_to_final_growth_pct 10.7 \
    clockBufferDepth 3 \
    post-route-util_pct 56.0 \
    portBuffers 173 \
    die_w_um 345 \
    yosysWarnings 1 \
    drv_cap 0 \
    postCtsResizedCells 0 \
    cp_top_family "buffers and inverters" \
    dp.cells 6131 \
    post-cts-setup-buffers 0 \
    fin_crit_ps 48530 \
    crit_arrival_ps 25790 \
    dpl-instance-area_mm2 0.0617 \
    cts.clk_slew.worst_paths_ps 60 \
    syn_avg_cell_area_um2 12.2 \
    wirelength_mm 225 \
]
-- power breakdown --
| part | leakage, nW | internal (mW) | switching, mW |
|---|---|---|---|
| combinational | 10.6 | 0.0486 | 0.0832 |
| sequential | 10.4 | 0.466 | 0.0127 |
| clock | 1.68 | 0.191 | 0.160 |
| total | 22.7 | 0.706 | 0.256 |
-- sequential cells by signal, indices dropped and copies added (netlist names) --
register       flops
rf.o_DataOutA     32
rf.r_RegFile    1024
rf.o_DataOutB     32
-- final timing paths --
path	startpoint	end	slack [ps]	cells past startpoint
worst max-delay path	i_Read2AddrSel[0]	o_IrRs2[0]	65170	7
worst min-delay path	rf.r_RegFile[9][23]	rf.o_DataOutB[23]	950	5
worst max register to register	rf.r_RegFile[31][30]	rf.o_DataOutA[30]	111170	4
worst min register to register	rf.r_RegFile[9][23]	rf.o_DataOutB[23]	950	5
-- layout make-up --
type                       count  area, µm²
sequential                  1088      32700
antenna                       21       52.6
clock buffer                 146       3040
fill                        9219      51200
timing repair buffer         359       3220
multi-input combinational   3156      23800
clock inverter                68        357
tap                         1524       1910
inverter                       4       35.0
-- metal layers --
| metal | share of wire, % | GRT usage (%) |
|---|---|---|
| met1 | 32 | 51.8 |
| met2 | 43 | 55.5 |
| met3 | 19 | 32.7 |
| met4 | 5.8 | 19.6 |
| met5 | 0.42 | 6.53 |
-- worst register-to-register path: stages, from the launching register on --
cell      delay [ps]
edfxtp_1         470
mux4_2           490
mux4_2           530
mux2i_1          610
o21ai_0          150
Power and IR drop assume default switching activity.
