==> flow/design.v <==
`timescale 1ns / 1ps
module CustomInterconnect(
    input i_Clk, 
    input i_Rst, 
    input i_WEnable, 
    input [32-1:0]i_WAddr,
    input [32-1:0]i_WData,
    input i_REnable, 
    input [32-1:0]i_RAddr,
    output [32-1:0]o_RData, 
    output o_WEnable_0, 
    output [32-1:0]o_WAddr_0,
    output [32-1:0]o_WData_0,
    output o_REnable_0, 
    output [32-1:0]o_RAddr_0,
    input [32-1:0]i_RData_0, 
    output o_WEnable_1, 
    output [32-1:0]o_WAddr_1,
    output [32-1:0]o_WData_1,
    output o_REnable_1, 
    output [32-1:0]o_RAddr_1,
    input [32-1:0]i_RData_1, 
    output o_WEnable_2, 
    output [32-1:0]o_WAddr_2,
    output [32-1:0]o_WData_2,
    output o_REnable_2, 
    output [32-1:0]o_RAddr_2,
    input [32-1:0]i_RData_2, 
    output o_WEnable_3, 
    output [32-1:0]o_WAddr_3,
    output [32-1:0]o_WData_3,
    output o_REnable_3,
    output [32-1:0]o_RAddr_3,
    input [32-1:0]i_RData_3, 
    output o_WEnable_4,
    output [32-1:0]o_WAddr_4,
    output [32-1:0]o_WData_4,
    output o_REnable_4, 
    output [32-1:0]o_RAddr_4,
    input [32-1:0]i_RData_4,
    output o_WEnable_5,
    output [32-1:0]o_WAddr_5,
    output [32-1:0]o_WData_5,
    output o_REnable_5,
    output [32-1:0]o_RAddr_5,
    input [32-1:0]i_RData_5,  
    output o_WEnable_6, 
    output [32-1:0]o_WAddr_6,
    output [32-1:0]o_WData_6,
    output o_REnable_6,
    output [32-1:0]o_RAddr_6,
    input [32-1:0]i_RData_6,
    output o_WEnable_7, 
    output [32-1:0]o_WAddr_7,
    output [32-1:0]o_WData_7,
    output o_REnable_7,
    output [32-1:0]o_RAddr_7,
    input [32-1:0]i_RData_7
    );
    reg [32-1:0]r_RAddr;
    assign o_WEnable_0  = (i_WAddr[10] == 1'b0) ? i_WEnable : 1'bZ;
    assign o_WAddr_0    = (i_WAddr[10] == 1'b0) ? i_WAddr   : 32'bZ;
    assign o_WData_0    = (i_WAddr[10] == 1'b0) ? i_WData   : 32'bZ;
    assign o_REnable_0  = (i_RAddr[10] == 1'b0) ? i_REnable : 1'bZ;
    assign o_RAddr_0    = (i_RAddr[10] == 1'b0) ? i_RAddr   : 32'bZ;
    assign o_WEnable_1  = (i_WAddr[10] == 1'b1 && i_WAddr[4:2] == 3'b000) ? i_WEnable              : 1'bZ;
    assign o_WAddr_1    = (i_WAddr[10] == 1'b1 && i_WAddr[4:2] == 3'b000) ? {30'b0,i_WAddr[1:0]}   : 32'bZ;
    assign o_WData_1    = (i_WAddr[10] == 1'b1 && i_WAddr[4:2] == 3'b000) ? i_WData                : 32'bZ;
    assign o_REnable_1  = (i_RAddr[10] == 1'b1 && i_RAddr[4:2] == 3'b000) ? i_REnable              : 1'bZ;
    assign o_RAddr_1    = (i_RAddr[10] == 1'b1 && i_RAddr[4:2] == 3'b000) ? {30'b0,i_RAddr[1:0]}   : 32'bZ;
    assign o_WEnable_2  = (i_WAddr[10] == 1'b1 && i_WAddr[4:2] == 3'b001) ? i_WEnable              : 1'bZ;
    assign o_WAddr_2    = (i_WAddr[10] == 1'b1 && i_WAddr[4:2] == 3'b001) ? {30'b0,i_WAddr[1:0]}   : 32'bZ;
    assign o_WData_2    = (i_WAddr[10] == 1'b1 && i_WAddr[4:2] == 3'b001) ? i_WData                : 32'bZ;
    assign o_REnable_2  = (i_RAddr[10] == 1'b1 && i_RAddr[4:2] == 3'b001) ? i_REnable              : 1'bZ;
    assign o_RAddr_2    = (i_RAddr[10] == 1'b1 && i_RAddr[4:2] == 3'b001) ? {30'b0,i_RAddr[1:0]}   : 32'bZ;  
    assign o_WEnable_3  = (i_WAddr[10] == 1'b1 && i_WAddr[4:2] == 3'b010) ? i_WEnable              : 1'bZ;
    assign o_WAddr_3    = (i_WAddr[10] == 1'b1 && i_WAddr[4:2] == 3'b010) ? {30'b0,i_WAddr[1:0]}   : 32'bZ;
    assign o_WData_3    = (i_WAddr[10] == 1'b1 && i_WAddr[4:2] == 3'b010) ? i_WData                : 32'bZ;
    assign o_REnable_3  = (i_RAddr[10] == 1'b1 && i_RAddr[4:2] == 3'b010) ? i_REnable              : 1'bZ;
    assign o_RAddr_3    = (i_RAddr[10] == 1'b1 && i_RAddr[4:2] == 3'b010) ? {30'b0,i_RAddr[1:0]}   : 32'bZ; 
    assign o_WEnable_4  = (i_WAddr[10] == 1'b1 && i_WAddr[4:2] == 3'b011) ? i_WEnable              : 1'bZ;
    assign o_WAddr_4    = (i_WAddr[10] == 1'b1 && i_WAddr[4:2] == 3'b011) ? {30'b0,i_WAddr[1:0]}   : 32'bZ;
    assign o_WData_4    = (i_WAddr[10] == 1'b1 && i_WAddr[4:2] == 3'b011) ? i_WData                : 32'bZ;
    assign o_REnable_4  = (i_RAddr[10] == 1'b1 && i_RAddr[4:2] == 3'b011) ? i_REnable              : 1'bZ;
    assign o_RAddr_4    = (i_RAddr[10] == 1'b1 && i_RAddr[4:2] == 3'b011) ? {30'b0,i_RAddr[1:0]}   : 32'bZ;   
    assign o_WEnable_5  = (i_WAddr[10] == 1'b1 && i_WAddr[4:2] == 3'b100) ? i_WEnable              : 1'bZ;
    assign o_WAddr_5    = (i_WAddr[10] == 1'b1 && i_WAddr[4:2] == 3'b100) ? {30'b0,i_WAddr[1:0]}   : 32'bZ;
    assign o_WData_5    = (i_WAddr[10] == 1'b1 && i_WAddr[4:2] == 3'b100) ? i_WData                : 32'bZ;
    assign o_REnable_5  = (i_RAddr[10] == 1'b1 && i_RAddr[4:2] == 3'b100) ? i_REnable              : 1'bZ;
    assign o_RAddr_5    = (i_RAddr[10] == 1'b1 && i_RAddr[4:2] == 3'b100) ? {30'b0,i_RAddr[1:0]}   : 32'bZ;
    assign o_WEnable_6  = (i_WAddr[10] == 1'b1 && i_RAddr[4:2] == 3'b101) ? i_WEnable              : 1'bZ;
    assign o_WAddr_6    = (i_WAddr[10] == 1'b1 && i_RAddr[4:2] == 3'b101) ? {30'b0,i_WAddr[1:0]}   : 32'bZ;
    assign o_WData_6    = (i_WAddr[10] == 1'b1 && i_RAddr[4:2] == 3'b101) ? i_WData                : 32'bZ;
    assign o_REnable_6  = (i_RAddr[10] == 1'b1 && i_RAddr[4:2] == 3'b101) ? i_REnable              : 1'bZ;
    assign o_RAddr_6    = (i_RAddr[10] == 1'b1 && i_RAddr[4:2] == 3'b101) ? {30'b0,i_RAddr[1:0]}   : 32'bZ;
    assign o_WEnable_7  = (i_WAddr[10] == 1'b1 && (i_RAddr[4:2] == 3'b110 || i_RAddr[4:2] == 3'b111)) ? i_WEnable              : 1'bZ;
    assign o_WAddr_7    = (i_WAddr[10] == 1'b1 && (i_RAddr[4:2] == 3'b110 || i_RAddr[4:2] == 3'b111)) ? {29'b0,i_WAddr[2:0]}   : 32'bZ;
    assign o_WData_7    = (i_WAddr[10] == 1'b1 && (i_RAddr[4:2] == 3'b110 || i_RAddr[4:2] == 3'b111)) ? i_WData                : 32'bZ;
    assign o_REnable_7  = (i_RAddr[10] == 1'b1 && (i_RAddr[4:2] == 3'b110 || i_RAddr[4:2] == 3'b111)) ? i_REnable              : 1'bZ;
    assign o_RAddr_7    = (i_RAddr[10] == 1'b1 && (i_RAddr[4:2] == 3'b110 || i_RAddr[4:2] == 3'b111)) ? {29'b0,i_RAddr[2:0]}   : 32'bZ;
    assign o_RData      = (r_RAddr[10] == 1'b0)                           ? i_RData_0 :
                          (r_RAddr[10] == 1'b1 && r_RAddr[4:2] == 3'b000) ? i_RData_1 :
                          (r_RAddr[10] == 1'b1 && r_RAddr[4:2] == 3'b001) ? i_RData_2 :
                          (r_RAddr[10] == 1'b1 && r_RAddr[4:2] == 3'b010) ? i_RData_3 :
                          (r_RAddr[10] == 1'b1 && r_RAddr[4:2] == 3'b011) ? i_RData_4 :
                          (r_RAddr[10] == 1'b1 && r_RAddr[4:2] == 3'b100) ? i_RData_5 :
                          (r_RAddr[10] == 1'b1 && r_RAddr[4:2] == 3'b101) ? i_RData_6 : 
                          (r_RAddr[10] == 1'b1 &&(r_RAddr[4:2] == 3'b110 || r_RAddr[4:2] == 3'b111)) ? i_RData_7 : 32'bZ;
always @(posedge i_Clk) begin
    if(i_Rst) begin
        r_RAddr <= 0;
    end
    else begin
        r_RAddr <= i_RAddr;
    end
end
endmodule
==> flow/run.sh <==
#!/bin/bash
# OpenROAD 26Q1-2900-gdf79404cd8, Yosys 0.63+post, stock flow scripts
make -C /OpenROAD-flow-scripts/flow DESIGN_CONFIG=/design/flow/config.mk WORK_HOME=/design/flow/orfs finish
==> flow/config.mk <==
export PLATFORM = sky130hd
export DESIGN_NAME = CustomInterconnect
export DESIGN_NICKNAME = CustomInterconnect
export VERILOG_FILES = /design/flow/design.v
export SDC_FILE = /design/flow/constraint.sdc
export NUM_CORES = 4
export LEC_CHECK = 1
export CORE_AREA = 10 10 450 450
export DIE_AREA = 0 0 460 460
==> flow/constraint.sdc <==
current_design CustomInterconnect

set clk_period 12.8
set clk_io_pct 0.2

create_clock -name clk0 -period $clk_period [get_ports {i_Clk}]

set non_clock_inputs [all_inputs -no_clocks]
set_input_delay [expr $clk_period * $clk_io_pct] -clock clk0 $non_clock_inputs
set_output_delay [expr $clk_period * $clk_io_pct] -clock clk0 [all_outputs]
==> deck_impl_summary.md <==
Run Summary

Critical path
  • Crit path capture type: output pin
  • CP max FO: 1
  • CP Class: input port to output pin
  • Critical path required time: roughly 10 ns
  • CP Data Arrival Time: about 4.8 ns
  • Worst Setup SP: i_RData_6[25]
  • Setup crit start kind: input port

Cells and area
  • Max reg flops: 4
  • Synth-to-Final Area Change: 20.4%
  • Top flop regs: r_RAddr: 4 flops
  • Final std cells w/o fill: 3,682
  • MI comb area: 0.00407 mm²
  • FILL cells: 22,855
  • Reg with most FFs: r_RAddr
  • Final Instance Area: about 0.011 mm²
  • Sequential cell area: ~93 µm²
  • Layout cells sized above 1: under 10%

GRT
  • Overflow after GRT: 0
  • Global-route wire length before repair: between 80 and 90 mm
  • Largest net degree at the start of global routing: 59
  • Vias in the first global route: between 6,000 and 7,000
  • Total track usage: around 6.7%
  • Initial antenna violation count: 20

Clock network
  • Clock Tree Root: clkbuf_16
  • Clock tree from TritonCTS: built
  • # resized after CTS: 0
  • CTS Hold Bufs: 0
  • Post CTS Setup Buffer Count: 0
  • Clk slew on worst S/H paths: 0.03 ns
  • Clock Tree Buf Depth: 2
  • Num CTS Buffers: 3
  • H-tree Lvls: 1
  • Clock Sinks: 4

Synthesis
  • Ys flop type: dfxtp_1
  • Biggest area consumer among synthesized cells: buf_4
  • Top-count cell post-synth: buf_4
  • Post-synth EDFFs: 0
  • Mapped cell area: a little under 0.009 mm²
  • Top cells by area: buf_4 (67%), o21ai_0 (2.6%), a21oi_1 (2.5%)
  • Area share, top type: between 60% and 70%
  • YS warnings: between 40 and 50
  • Seq share, synth: less than 1%
  • Most frequent cells after synthesis: buf_4 (790), o21ai_0 (45), a21oi_1 (44)
  • Mapped Cells: 1,247
  • Share of flip-flops with an asynchronous set or reset: 0%
  • Cell Type Count: around 42
  • Mean Syn Cell Area: slightly above 7 µm²
  • Ys flops: 4
  • Yosys cell count: ~1,200
  • Synthesis area per yosys: 0.00882 mm²

Flow run
  • Maximum Capacitance Violations: 0
  • Tool warnings: 26

Place
  • Placed cell area: 0.0105 mm²
  • Dpl hpwl: 70.3 mm
  • Placed Instances: roughly 3,700
  • Pre-CTS setup slack: approximately 5.4 ns
  • GPL Wtd Cong: between 0.9 and 1
  • Port Buffer Count: around 300

Floorplan
  • FP Util: under 10%
  • Num rows: 161
  • Chip area: between 0.2 and 0.25 mm²
  • Chip Height: 460 µm
  • Io pins: about 1,200
  • Die width: ~460 µm
  • Core Region: 0.193 mm²

STA
  • Hold WS: 2.89 ns
  • Hold Fails Final Rpt: 0
  • Setup TNS: 0 ns
  • Fmax: 136 MHz
  • Slew Limit Headroom: between 40% and 50%
  • RSZ-0062 raised after global routing: no
  • Final worst slack: 5.45 ns
  • Slew Limit Fails: 0
  • # setup viols final: 0
  • Final period util: between 50% and 60%
  • Least-Margin Pin Slew: approximately 0.89 ns
  • Minimum clock period: 7.35 ns

Routing
  • Wirelength per Cell: 20.7 µm
  • Final ANT Viol Nets: 0
  • DRT Wirelength: 76.2 mm
  • Detailed Route Iter0 Violations: roughly 730
  • Iteration tally of the first detailed-router pass: 7
  • Detailed-route DRC error count: 0
  • DR vias: ~6,500
  • Via/cell ratio: around 1.8

Pwr
  • P_leak: approximately 3.6 nW
  • Pwr/cell area: just under 30 mW/mm²
  • VDD IR max: 0.0425 mV

Worst hold path
  • WHS Endpoint: r_RAddr[10]$_SDFF_PP0_
  • Worst Hold Path Cells: 2
  • Hold crit path type: input port to register
  • Worst Hold Launch: i_RAddr[10]

Status
  • Outcome: finished clean
-- per-stage QoR --
stage / total power (W) / util (%)
floorplan: 0.000239 / -
global placement: 0.000264 / 5.46
detailed placement: 0.000263 / 5.46
CTS: 0.000315 / 5.50
global route: 0.000334 / 5.51
finish: 0.000306 / 5.51
-- cell usage in the layout, fill, tap and decap left out, drive strengths merged, types with 3 or more instances in the layout --
cell type / synthesis / layout
conb: 1 / 420
clkdlybuf4s50: 0 / 297
o21ai: 53 / 53
a21oi: 44 / 44
o22ai: 30 / 30
nor2b: 30 / 30
inv: 27 / 27
nor3: 26 / 26
nor2: 25 / 25
nand2b: 16 / 16
nand3b: 16 / 16
buf: 818 / 15
and2: 14 / 14
mux2i: 13 / 13
a211o: 13 / 13
a221oi: 13 / 13
and3: 12 / 12
a211oi: 12 / 12
nor4: 12 / 12
diode: 0 / 11
o221ai: 11 / 11
nand2: 5 / 5
o21a: 4 / 4
nand4bb: 4 / 4
a311o: 4 / 4
clkbuf: 19 / 4
dfxtp: 4 / 4
mux2: 3 / 3
a21o: 3 / 3
o211ai: 3 / 3
a22oi: 3 / 3
nand3: 3 / 3
a31o: 3 / 3
-- layer usage --
layer,wire (µm),GRT usage (%)
met1,15000,4.11
met2,38300,11.4
met3,21900,8.68
met4,940,1.26
met5,12,0.0226
-- worst max path at each step --
stage	cells after the start	endpoint	slack (ns)
after CTS	7	o_RData[25]	5.36
final	7	o_RData[25]	5.45
after global routing	7	o_RData[25]	5.35
-- layout make-up --
cell class	instances	area share, %
Clock buffer	4	0.742
Inverter	27	0.954
Antenna cell	11	0.259
Timing Repair Buffer	312	29.1
Multi-Input combinational cell	798	38.4
Sequential cell	4	0.872
Tap cell	2526	29.8
-- where the power goes --
group	internal (W)	total (W)	switching, W
clock network	0.0000412	0.0000507	0.00000946
logic	0.000120	0.000236	0.000116
registers	0.0000130	0.0000194	0.00000634
-- logic make-up after synthesis --
group,count (synthesis),share of synthesized area [%]
flip-flops,4,0.908
AND/OR/NAND/NOR,166,11.4
buffers and inverters,864,70.9
AND-OR/OR-AND,196,14.9
other,1,0.0425
multiplexers,16,1.86
-- worst max-delay path, stage by stage --
cell,delay (ns)
clkdlybuf4s50_1,0.45
nand4bb_1,0.12
o221ai_1,0.16
buf_4,0.25
o22ai_1,0.41
a311o_1,0.18
clkdlybuf4s50_1,0.64
No activity file was given, so power comes from the tool's default toggle rates.
