==> flow/design.v <==
`timescale 1ns / 1ps
module ALU
(
    input i_Clk,
    input i_Rst,
    input i_Enable,
    input i_UpdateCondCodes,
    input [2:0] i_OpCtrl,
    (* mark_debug = "true" *)input [31:0] i_LeftOp,
    (* mark_debug = "true" *)input [31:0] i_RigthOp,
    output [31:0] o_Output,
    output reg [3:0] o_ConditionCodes
);
wire w_Carry, w_Zero, w_Negative, w_Overflow, w_Sub;
wire [(31 + 1):0] w_Output;
assign w_Sub = (i_OpCtrl == 5'd2);
assign w_Overflow = (o_Output[31] & ~i_LeftOp[31] & ~(w_Sub ^ i_RigthOp[31]))  |
                    (~o_Output[31] & ~i_LeftOp[31] & (w_Sub ^ i_LeftOp[31]));
assign w_Carry = w_Output[(31 + 1)];
assign w_Negative = o_Output[31];
assign w_Zero = ~(|o_Output);
assign o_Output = w_Output[31:0];
assign w_Output = (i_OpCtrl == 5'd1) ? (i_LeftOp + i_RigthOp) :
                  (i_OpCtrl == 5'd2) ? (i_LeftOp - i_RigthOp) :
                  (i_OpCtrl == 5'd4) ? (i_LeftOp & i_RigthOp) :
                  (i_OpCtrl == 5'd3) ? (i_LeftOp | i_RigthOp) :
                  (i_OpCtrl == 5'd6) ? (i_LeftOp ^ i_RigthOp) :
                  (i_OpCtrl == 5'd5) ? (~i_LeftOp) : 0;
always @(posedge i_Clk) begin
    if (i_Rst) begin
        o_ConditionCodes <= 0;
    end
    else begin
        if (i_Enable) begin
            if (i_UpdateCondCodes) begin
                o_ConditionCodes <= {w_Carry, w_Zero, w_Negative, w_Overflow};
            end
            else begin
                o_ConditionCodes <= o_ConditionCodes;
            end
        end 
        else begin
        end
    end 
end
endmodule
`timescale 1ns / 1ps
module InstructionExecute
(
    input i_Clk,
    input i_Rst,
    input [31:0] i_ProgramCounter,
    input [2:0] i_AluCtrl,
    input i_AluEn,
    input i_AluOp2Sel,
    input i_UpdateCondCodes,
    (* keep *)input [1:0] i_ForwardOp1,
    (* keep *)input [1:0] i_ForwardOp2,
    input [31:0] i_AluOutMem,      
    input [31:0] i_RfOutValue,     
    input [31:0] i_Immed22Mem,     
    (* keep *)input [31:0] i_R1Out,          
    (* keep *)input [31:0] i_R2Out,          
    input [31:0] i_Imm16,
    input [31:0] i_Imm17,
    input [31:0] i_Imm22,
    input [31:0] i_Imm23,
    input i_BranchVerification,
    input [2:0] i_PcSel,
    input i_BranchBit,
    output [2:0] o_PcSelExe2Fetch,
    output [31:0] o_PcJmp,
    output [31:0] o_PcBranch,
    output [31:0] o_AluOut,
    output [31:0] o_AluOp2,
    output [31:0] o_Imm22,
    output [31:0] o_ImmOpX,
    output [3:0] o_AluConditionCodes     
);
wire [31:0] w_AluOp1;
wire [31:0] w_AluIn2;              
assign o_PcSelExe2Fetch = (i_BranchVerification == 1'b0 && i_BranchBit == 1'b1) ? 5 : i_PcSel;
assign o_PcJmp = i_Imm16 + w_AluOp1;
assign o_PcBranch = i_ProgramCounter + i_Imm23;
assign o_ImmOpX = w_AluOp1 + i_Imm17;
assign w_AluOp1 = (i_ForwardOp1 == 2'b00) ? i_R1Out :
                  (i_ForwardOp1 == 2'b01) ? i_AluOutMem :
                  (i_ForwardOp1 == 2'b11) ? i_Immed22Mem : i_RfOutValue;
assign o_AluOp2 = (i_ForwardOp2 == 2'b00) ? i_R2Out :
                  (i_ForwardOp2 == 2'b01) ? i_AluOutMem : 
                  (i_ForwardOp2 == 2'b11) ? i_Immed22Mem : i_RfOutValue;   
assign w_AluIn2 = (i_AluOp2Sel == 1'b0) ? o_AluOp2 : i_Imm16;
ALU alu
(
    .i_Clk(i_Clk),
    .i_Rst(i_Rst),
    .i_Enable(i_AluEn),
    .i_UpdateCondCodes(i_UpdateCondCodes),
    .i_OpCtrl(i_AluCtrl),
    .i_LeftOp(w_AluOp1),
    .i_RigthOp(w_AluIn2),
    .o_Output(o_AluOut),
    .o_ConditionCodes(o_AluConditionCodes)
);
endmodule
==> flow/run.sh <==
#!/bin/bash
# OpenROAD 26Q1-2900-gdf79404cd8, Yosys 0.63+post, stock flow scripts
make -C /OpenROAD-flow-scripts/flow DESIGN_CONFIG=/design/flow/config.mk WORK_HOME=/design/flow/orfs finish
==> flow/config.mk <==
export PLATFORM = sky130hd
export DESIGN_NAME = InstructionExecute
export DESIGN_NICKNAME = InstructionExecute
export VERILOG_FILES = /design/flow/design.v
export SDC_FILE = /design/flow/constraint.sdc
export NUM_CORES = 4
export LEC_CHECK = 1
export CORE_AREA = 10 10 225 225
export DIE_AREA = 0 0 235 235
==> flow/constraint.sdc <==
current_design InstructionExecute

set clk_period 16.7
set clk_io_pct 0.2

create_clock -name clk0 -period $clk_period [get_ports {i_Clk}]

set non_clock_inputs [all_inputs -no_clocks]
set_input_delay [expr $clk_period * $clk_io_pct] -clock clk0 $non_clock_inputs
set_output_delay [expr $clk_period * $clk_io_pct] -clock clk0 [all_outputs]
==> impl_metrics.tcl <==
# implementation run metrics
set metrics [dict create \
    syn_area_um2 12500 \
    synth_cells 1689 \
    cp_common_cell "a21oi_1" \
    ys_warn_count 33 \
    hold_viol 0 \
    worstMarginPinSlew_ns 0.9996 \
    ant_nets 0 \
    layout-drive-gt1-share_pct 7.136 \
    yosysSeqAreaShare_pct 0.6406 \
    criticalPathCategory "primary input to primary output" \
    drt_iter0_drc 1027 \
    fmax_ghz 0.08159 \
    cts.clk_slew.worst_paths_ns 0.03 \
    status "completed" \
    cts_root_buffer "clkbuf_16" \
    critical_path.endpoint_type "primary output" \
    drt_pass1_iterations 6 \
    grt_setup_unrepaired "no" \
    finalClockPeriodUsage_pct 73.39 \
    ios 536 \
    die_h_um 235 \
    fin_skew_ns 0 \
    cp.arrival_ns 8.92 \
    wirelength_um 68710 \
    max_flop_register "alu.o_ConditionCodes" \
    core_area_um2 45580 \
    vias 15170 \
    largestRegisters "alu.o_ConditionCodes (4)" \
    grt_pass1_vias 14930 \
    ys_cells 1689 \
    synth_cell_types 81 \
    crit_family "AND-OR/OR-AND gates" \
    setup_violations 0 \
    final.fill_count 4598 \
    place_ws_ns 4.483 \
    p_leak_nw 7.357 \
    crit_path_top_delay_cell "buf_4" \
    cp_cell_sequence "buf_2 -> buf_4 -> mux2_2 -> o21ai_0 -> inv_1 -> ha_1 -> a21o_1 -> a21oi_1 -> nor2b_1 -> a311o_1 -> a221oi_1 -> o211ai_1 -> a31o_2 -> o41ai_1 -> o21bai_1 -> a21oi_1 -> xnor2_1 -> clkdlybuf4s50_1" \
    logic_area_um2 11470 \
    relSlewSlack_pct 32.51 \
    grt_max_degree 38 \
    initCoreUtil_pct 27.43 \
    synth-seq-cells 4 \
    warnings 121 \
    path_buffers 4 \
    port_buffers 471 \
    overflow 0 \
    drv_slew 0 \
    clock_tree.buffer_depth 2 \
    yosys_area_um2 12500 \
    finalSetupTns_ns 0 \
    num_antenna_cells 0 \
    grt_pass1_wl_um 100500 \
    cts_buffers 3 \
    cts_resized 0 \
    antenna_found_initial 5 \
    wl_per_cell_um 25.43 \
    drv_cap 0 \
    critPathMaxStageDelay_ns 0.59 \
    hpwl_um 58270 \
    num_rows 78 \
    avgSynthCellArea_um2 7.401 \
    hold_class "flop to flop" \
    grt.total_usage_pct 23.90 \
    ff_latch_area_um2 80.08 \
    drc 0 \
    htreeDepth 1 \
    cts_sinks 4 \
    dieArea_um2 55230 \
    powerDensity_nw_per_um2 58.33 \
    required_ns 13.36 \
    period_needed_ns 12.26 \
    crit_fanout 31 \
    chipWidth_um 235 \
    worst_slack_ns 4.444 \
    hold_ws_ns 0.4550 \
    largest_reg_flops 4 \
    worstSkewPairLatency_ns 0.22 \
    async_reset_ff_share_pct 0 \
    edf_count 0 \
    vias_per_cell 5.615 \
    cts_tree "yes" \
    ir_drop_mv 0.02843 \
    syn2layout_area_growth_pct 41.85 \
    ff_type "dfxtp_1" \
    gp_congestion 0.9715 \
    hold_buffers 0 \
    worstSetupStartpointType "primary input" \
    cts_setup_buffers 0 \
]
-- cells in the final DEF, fill, tap and decap left out, types with 10 or more instances in the layout --
master           instances
o21bai_1                20
nand3_1                 28
a31oi_1                 15
nor2_1                 129
conb_1                  32
ha_1                   189
nand2b_1                28
buf_4                   26
a221oi_1                16
nor4_1                  14
nand4_1                 10
o21a_1                  12
nor2b_1                 21
inv_1                  125
o22ai_1                 29
xor2_1                  29
and2_1                  13
nor3_1                  41
xnor2_1                 65
mux2_2                  31
o221ai_1                10
clkdlybuf4s50_1        465
a21oi_1                174
o21ai_0                107
o211ai_1                27
a211oi_1                17
mux4_2                  60
a21o_1                  56
o31ai_1                 20
nand2_1                 93
-- per-stage QoR --
| step | total power, W | utilization [%] | cells | cell area, µm² |
|---|---|---|---|---|
| after floorplan | 0.0005185 | - | 1720 | 12620 |
| after global placement | 0.0009941 | 38.74 | 2699 | 17660 |
| after CTS | 0.001040 | 38.90 | 2702 | 17730 |
| after detailed placement | 0.0009954 | 38.74 | 2699 | 17660 |
| after global routing | 0.001127 | 38.90 | 2702 | 17730 |
| final | 0.001034 | 38.90 | 2702 | 17730 |
-- final timing paths --
kind	from	endpoint	slack [ns]	cells past startpoint
setup / recovery	i_ForwardOp1[0]	o_ImmOpX[31]	4.44	18
hold reg to reg	alu.o_ConditionCodes[0]$_SDFFE_PP0P_	alu.o_ConditionCodes[0]$_SDFFE_PP0P_	0.46	2
hold / removal	alu.o_ConditionCodes[0]$_SDFFE_PP0P_	alu.o_ConditionCodes[0]$_SDFFE_PP0P_	0.46	2
setup reg to reg	alu.o_ConditionCodes[1]$_SDFFE_PP0P_	alu.o_ConditionCodes[1]$_SDFFE_PP0P_	15.96	2
-- layout make-up --
type | instances | area share (%)
flip-flops and latches | 4 | 0.4516
well taps | 600 | 4.234
repair buffers | 497 | 27.52
multi-input cells | 1472 | 64.70
inverters | 126 | 2.667
clock buffers | 3 | 0.4234
-- where the power goes --
part	internal, W	switching (W)
registers	0.0000101	0.000000259
logic	0.000483	0.000504
clock network	0.0000306	0.00000665
-- tightest hold or removal path: stages, from the launching register on --
cell	delay, ns
dfxtp_1	0.30
nand2_1	0.05
o41ai_1	0.05
-- cells in the mapped netlist (8+ instances only) --
library cell,n,share of area (%)
nor2_1,130,3.9
a211oi_1,17,1.0
or2_2,8,0.40
o221ai_1,10,0.70
buf_4,34,2.0
nand2b_1,28,1.4
nand4_1,10,0.50
a31oi_1,15,0.75
nor2b_1,23,1.2
a221o_1,8,0.64
mux2_2,31,2.8
buf_2,8,0.32
clkbuf_1,62,1.9
inv_1,125,3.8
o21a_1,12,0.72
nand3_1,28,1.1
nor3_1,41,1.6
and2_1,13,0.65
a21oi_1,174,7.0
nand2_1,93,2.8
a21o_1,56,3.4
o21bai_1,20,1.2
or3_1,8,0.40
and3_1,8,0.40
xor2_1,29,2.0
o31ai_1,20,1.2
o21ai_0,107,4.3
o22ai_1,29,1.5
xnor2_1,65,4.6
o311ai_0,9,0.63
a21boi_0,8,0.48
or4_1,8,0.48
buf_1,11,0.33
mux2i_1,9,0.72
nor3b_1,8,0.48
o211ai_1,27,1.6
a221oi_1,16,1.1
ha_1,189,19
mux4_2,60,11
nor4_1,14,0.70
-- per-layer routing --
| metal | GRT usage [%] | wire length [µm] | vias to the layer above |
|---|---|---|---|
| li1 | - | - | 7182 |
| met1 | 29.35 | 27330 | 7125 |
| met2 | 40.68 | 33010 | 795 |
| met3 | 7.463 | 6832 | 63 |
| met4 | 4.425 | 1496 | 6 |
| met5 | 0 | 34 | - |
-- cells by family after synthesis --
logic type / Yosys count / share of synthesized area [%]
other cells: 1 / 0.03000
fa+ha+maj: 194 / 19.72
buf+inv: 244 / 8.609
compound gates: 614 / 32.36
mux: 103 / 14.96
xor+xnor: 94 / 6.587
simple gates: 435 / 17.10
flops: 4 / 0.6407
No activity file was given, so power comes from the tool's default toggle rates.
